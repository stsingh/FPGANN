[/design/flow/config.mk]
export PLATFORM = sky130hd
export DESIGN_NAME = control
export DESIGN_NICKNAME = control
export VERILOG_FILES = /design/flow/design.v
export SDC_FILE = /design/flow/constraint.sdc
export NUM_CORES = 4
export LEC_CHECK = 1
export CORE_AREA = 10 10 70 70
export DIE_AREA = 0 0 80 80
export SYNTH_HDL_FRONTEND = slang
[/design/flow/constraint.sdc]
current_design control

set clk_period 1.0
set clk_io_pct 0.2

create_clock -name clk0 -period $clk_period [get_ports {clk}]

set non_clock_inputs [all_inputs -no_clocks]
set_input_delay [expr $clk_period * $clk_io_pct] -clock clk0 $non_clock_inputs
set_output_delay [expr $clk_period * $clk_io_pct] -clock clk0 [all_outputs]
[/design/flow/design.v]
`timescale 1ns / 1ps
module control #(
    parameter integer IMG_SIZE = 256,
    parameter integer CLASSES = 10
) (
    input logic clk, 
    input logic reset,
    input logic start, 
    input logic train,
    input logic test,
    input logic backprop_done,
    input logic forprop_done,
    output logic train_buff,
    output logic test_buff,
    output logic start_backprop,
    output logic start_forprop,
    output logic display_val
);
    enum logic [1:0] {
        start_ctrl,   
        forprop,  
        backprop,  
        display  
    } curr_state, next_state;
    logic in_prog;  
    logic clear;  
    always_comb begin
        start_forprop = 0;
        display_val = 0;
        start_backprop = 0;
        clear = 0;
        case (curr_state)
            start_ctrl: begin
                if(in_prog) begin  
                    next_state = forprop;
                end else begin  
                    next_state = start_ctrl;
                end
            end
            forprop: begin
                start_forprop = ~forprop_done;  
                if (forprop_done) begin
                    if (train | train_buff) begin  
                        next_state = backprop;
                    end else begin  
                        next_state = display;
                    end
                end else begin  
                    next_state = forprop;
                end
                clear = test_buff & forprop_done;  
            end
            backprop: begin
                start_backprop = ~backprop_done;  
                if (backprop_done) begin  
                    next_state = display;
                end else begin
                    next_state = backprop;
                end
                clear = backprop_done;  
            end
            display: begin
                display_val = 1'b1;
                next_state = start_ctrl;
            end
            default: next_state = start_ctrl;
        endcase
    end
    always_ff @(posedge clk) begin
        if(reset) begin
            curr_state <= start_ctrl;  
            in_prog <= 1'b0;  
            train_buff <= 1'b0;  
            test_buff <= 1'b0;  
        end else begin 
            curr_state <= next_state;
            if (train) begin
                train_buff <= 1'b1;
            end else if (test) begin
                train_buff <= 1'b0;
            end else begin
                train_buff <= train_buff;
            end
            if (test) begin
                test_buff <= 1'b1;
            end else if (train) begin
                test_buff <= 1'b0;
            end else begin
                test_buff <= test_buff;
            end
            if (start) begin
                in_prog <= 1'b1;
            end else if (clear) begin
                in_prog <= 1'b0;
            end else begin
                in_prog <= in_prog;
            end
        end
    end
endmodule
[/design/flow/run.sh]
#!/bin/bash
# OpenROAD 26Q1-2900-gdf79404cd8, Yosys 0.63+post, stock flow scripts
make -C /OpenROAD-flow-scripts/flow DESIGN_CONFIG=/design/flow/config.mk WORK_HOME=/design/flow/orfs finish
==> qor.yml <==
run_status:
  outcome: "finished, final reports clean"
place:
  gp_congestion: 0.619
  postPlaceCellArea_sq_um: 477
  numPlacedInstances: 89
  placement.io_buffers: 11
  pre_cts_slack_ns: -0.472
setup_path:
  cp_max_fo: 2
  type_of_the_worst_setup_path: "flip-flop to output pin"
  critical-path-top-delay-family: "flip-flops"
  timing.critical_path.arrival_ns: 0.79
  r2r_setup_slack_ns: 0.05
  crit_path_start_kind: "flip-flop"
  cp_cell_sequence: "nor2b_4, buf_2"
  worstSetupEndpointType: "output pin"
  critical-path-slowest-cell: "sky130_fd_sc_hd__dfxtp_2"
  timing.critical_path.buf_inv: 1
  required_ns: 0.80
  critical_path.max_stage_delay_ns: 0.33
synthesis:
  synthCells: 27
  syn_area_per_cell_sq_um: 10.1
  synth_cell_type_count: 14
  synth_flop_count: 7
  number_of_warning_messages_in_the_yosys_log: 0
  synth.yosys.chip_area_sq_um: 272
  yosys_cells: 27
  ys_seq_share_pct: 51.6
  synthesis.area_sq_um: 272
sta:
  final-max-slew-violation-count: 0
  max_freq_mhz: 1010
  worst_slack_ns: 0.00679
  slew_headroom_pct: 88.2
  worst_clock_skew_ns: 0.000809
  setup_viol: 0
  final-hold-violation-count: 0
  grt_setup_unrepaired: "yes"
  finalClockPeriodUsage_pct: 99.3
  max_slew.worst_pin.slew_ns: 0.177
  finalCriticalPeriod_ns: 0.993
clock_network:
  cts_tree: "built"
  holdBufCountCts: 0
  path_clk_slew_ns: 0.05
  numClockSinks: 7
  worst_skew_pair.late_latency_ns: 0.25
  clock_tree.buffer_depth: 2
  cts_max_level: 1
  cts_inserted_buffers: 3
  cts_root_buffer: "sky130_fd_sc_hd__clkbuf_4"
floorplanning:
  die_w_microns: 80
  core-area_sq_mm: 0.00342
  chip_area_sq_mm: 0.00640
  placement_rows: 21
  initial_core_util_pct: 7.95
  num_io_pins: 12
  fp.dieH_microns: 80
detailed_routing:
  mean_number_of_vias_per_cell: 3.03
  post_route_ant_nets: 0
  route.detailed.wl_per_inst_microns: 8.44
  detail_route.first_pass.iterations: 4
  antenna_cells_inserted: 0
  first_iter_violations: 43
  via_count: 291
  detail_route.wirelength_microns: 810
  drcViolationCount: 0
final_layout:
  fin_area_sq_um: 532
  final.fill_count: 404
  final_layout_size_suffix_gt1_share_pct: 40.0
  top_library_cells_by_usage_in_the_layout_fill_and_taps_aside: "8 x sky130_fd_sc_hd__buf_4, 5 x sky130_fd_sc_hd__dfxtp_2, 4 x sky130_fd_sc_hd__o21a_1, 4 x sky130_fd_sc_hd__clkdlybuf4s50_1"
  stdcell_count: 96
  layout.area.comb_sq_um: 136
  mostFrequentLayoutCell: "sky130_fd_sc_hd__buf_4"
  seq_area_sq_um: 146
  syn_to_final_growth_pct: 95.9
power:
  power.leakage_nw: 0.227
  power.ir.vdd_worst_mv: 0.560
  total_power_mw: 0.673
  cellPowerDensity_mw_per_mm2: 1270
run:
  openroad.warnings: 27
  max_capacitance_violation_count: 0
hold_path:
  holdCritPathClass: "input port to flip-flop"
grt:
  maximum_number_of_pins_on_one_net_before_global_route_repair: 6
  grt_util_met2_pct: 2.25
  gr-max-usage-layer: "met1"
  grt_first_pass_wirelength_microns: 1300
  global_routing_usage_on_met1_pct: 4.35
  grt_antenna_before_repair: 0
  total_overflow_reported_by_the_global_router: 0
  first_global_vias: 283
  global_route.usage.total_pct: 2.67
  gr-usage-met3_pct: 2.50
## per-stage QoR
step | utilization, % | setup TNS [ns] | hold slack (ns)
final | 15.6 | 0 | 0.419
after global routing | 15.6 | -0.105 | 0.425
after CTS | 15.3 | -0.00827 | 0.405
after detailed placement | 14.0 | -1.90 | 0.443
after global placement | 14.0 | -1.81 | 0.435
after floorplan | - | 0 | 0.269
## state kept, by name, indices dropped and copies added, names as in the netlist
signal,flops
train_buff,1
in_prog,1
curr_state,4
test_buff,1
## worst reg2reg max path, delay by kind of cell (launching register included)
| kind | cells | cell delay [ns] |
|---|---|---|
| compound gates | 2 | 0.40 |
| flops | 1 | 0.31 |
| buf+inv | 1 | 0.13 |
## synthesized netlist by cell type, drive strengths merged
library cell / count / area share [%]
o21ai: 1 / 1.8
and2: 1 / 2.3
nand4bb: 1 / 4.1
o21a: 4 / 11
nor2b: 5 / 12
a21oi: 1 / 1.8
nand3: 1 / 1.8
nor2: 1 / 1.4
nand2: 1 / 1.4
a32o: 1 / 3.7
inv: 2 / 2.8
o211a: 1 / 3.7
dfxtp: 7 / 52
## layout make-up
cell class              count  area share [%]
clock buffers               4            4.94
inverters                   2            1.41
multi-input cells          18            25.6
flip-flops and latches      7            27.5
well taps                  46            10.8
repair buffers             19            29.6
## per-layer routing
metal	part of all wire, %	routed length, microns
met1	56	457
met2	24	192
met3	20	160
met4	0	0
met5	0	0
## power by group
group | internal, mW | switching (mW) | total [mW]
clock | 0.152 | 0.104 | 0.256
combinational | 0.0709 | 0.0360 | 0.107
sequential | 0.301 | 0.00919 | 0.310
## what timing repair did
item / 4_1_cts / 5_1_grt
hold endpoints to repair: 0 / 0
gates cloned: 0 / 0
setup endpoints to repair: 6 / 3
buffers inserted: 2 / 1
resized: 21 / 1
## cells by family (layout without fill, tap and decap cells)
family	after synthesis	count (layout)	share of synthesized area (%)
and+or+nand+nor	10	10	23.5
AOI/OAI and AO/OA	8	8	22.1
DFF	7	7	51.6
buffers and inverters	2	25	2.77
## path summary, 6_finish.rpt
kind                      start       endpoint  cells after the start
hold reg to reg   curr_state[0]  curr_state[0]                      2
setup / recovery  curr_state[2]  start_forprop                      2
hold / removal    backprop_done  curr_state[3]                      3
setup reg to reg     train_buff  curr_state[1]                      3
Power is estimated from default activity; no workload was simulated.
