`flow/design.v`:
```
`timescale 1ns / 1ps
localparam COUNTER_WIDTH = 15; 
module sync_debounce (
	input  logic Clk, 
	input  logic d, 
	output logic q
);
	logic ff1, ff2, q;
	logic [COUNTER_WIDTH : 0] counter;
	always_ff @(posedge Clk) begin
		ff1 <= d;  
		ff2 <= ff1;  
		if (~(ff1 ^ ff2)) begin  
		  if (~counter[COUNTER_WIDTH]) begin
		      counter <= counter + 1'b1;  
		  end else begin
		      q <= ff2;  
		  end
	    end else begin
	       counter <= '0;  
	    end
	end
endmodule
```
`flow/run.sh`:
```
#!/bin/bash
# OpenROAD 26Q1-2900-gdf79404cd8, Yosys 0.63+post, stock flow scripts
make -C /OpenROAD-flow-scripts/flow DESIGN_CONFIG=/design/flow/config.mk WORK_HOME=/design/flow/orfs finish
```
`flow/config.mk`:
```
export PLATFORM = sky130hd
export DESIGN_NAME = sync_debounce
export DESIGN_NICKNAME = sync_debounce
export VERILOG_FILES = /design/flow/design.v
export SDC_FILE = /design/flow/constraint.sdc
export NUM_CORES = 4
export LEC_CHECK = 1
export CORE_AREA = 10 10 83 83
export DIE_AREA = 0 0 93 93
export SYNTH_HDL_FRONTEND = slang
```
`flow/constraint.sdc`:
```
current_design sync_debounce

set clk_period 2.6
set clk_io_pct 0.2

create_clock -name clk0 -period $clk_period [get_ports {Clk}]

set non_clock_inputs [all_inputs -no_clocks]
set_input_delay [expr $clk_period * $clk_io_pct] -clock clk0 $non_clock_inputs
set_output_delay [expr $clk_period * $clk_io_pct] -clock clk0 [all_outputs]
```
==> run summary <==
run metrics: unrepaired setup endpoints after global routing no, drt first-iter violations 38, Synth area leaders dfxtp_1 (43%), mux2i_1 (4.8%), a21oi_1 (4.2%), xor2_1 (4.2%), edfxtp_1 (3.6%), ys cells about 86, Top non-seq family simple AND/OR/NAND/NOR gates, worst rel slew slack 59.07%, yosys xor share under 10%, fmax around 600 MHz, most common logic cells in the final layout dfxtp_1 (18), a21oi_1 (7), nand2_1 (6), area of the core 0.005140 sq mm, Final Hold Viols 0, min cycle time layout 1.642 ns, aoi share 10.53%, Setup Viol. Count Final 0, DIE HEIGHT 93 microns, post_cts resized 0, GPL Wtd Cong approximately 0.76, status complete, no violations, most numerous logic cell after layout dfxtp_1, cell accounting for the most synthesized area dfxtp_1, sequential area share after synthesis 46.92%, global-route wire length before repair roughly 2600 microns, FP Util 16.19%, Final Util between 10% and 20%, CP max FO 14, WS Path Type register to register, CP Capture Type register, Switch Pwr approximately 130 uW, Total Wirelength 1353 microns, DRC viols 0, DRT Pass-1 Iters 4, TritonCTS sink count 19, library cells used by synthesis 28, Final Max Tran Viols 0, GR Util All Layers 3.464%, Synth top area share 43.31%, initial antenna violation count 0, placed insts 156, DR vias 613, mux contribution to synthesized area 4.812%, IO Pins 3, Num CTS Buffers 3, clk latency late pin between 0.2 and 0.3 ns, # rows 26, hold_buf cts 0, HPWL Detailed between 900 and 1000 microns, hold crit path type register to register, Fin Clk Skew between 0.003 and 0.004 ns, switching share of power a little under a quarter, Clock Path Buffers 2, Die Size a little under 0.009 sq mm, crit path DAT between 1.5 and 2 ns, Flop pwr share between 50 and 60%, Layout area overhead 16.99%, synthesis area per yosys between 800 and 900 sq um, CTS tree built, CP Launch Type register, Leak 0.0003174 uW, Root Driver clkbuf_8, #FFs+latches synth 19, Simple-Gate Area Share 26.62%, PortBufs 2, synth warn 0, IR drop worst, VDD 0.0005662 V, Avg Cell Area, Syn 9.675 sq um, htree depth 1, Pwr Density 570.9 mW/mm^2, number of global-route vias before repair 590, fin cells 160, Tool Warnings 25, Clock power frac 36.5%, Filler cells 597, post-route setup TNS 0 ns, Overflow after GRT 0, combinational group share of total power 6.3%, Die Wd just over 90 microns, Multi-input gate area just over 400 sq um, Internal 425.3 uW, Gate Count Post-Synth roughly 86, Final period util 63.14%, Max Cap Viol 0, Clock Pin Slew Worst Setup and Hold Paths roughly 0.070 ns, largest net degree at the start of global routing 15, Synth Area in Adders 1.504%, Req. time, crit path 2.79 ns, number of diodes 0, Reg area 390.4 sq um, Setup Fix Bufs, Post-CTS 0, via/cell ratio about 3.8, mapped cell area between 800 and 900 sq um, Routed wire per std cell 8.456 microns, Slew @ Worst Pin 0.6095 ns, fraction of layout cells with a size suffix above 1 7.778%, ANT nets after route 0
## cells in the mapped netlist, drive strengths merged
master	n
a21oi	7
and2	1
buf	2
clkbuf	1
dfxtp	18
edfxtp	1
ha	1
inv	2
mux2i	4
nand2	6
nand2b	3
nand3	3
nand3b	1
nand4	3
nand4b	2
nor2	5
nor2b	1
nor4	4
o21a	1
o21ai	3
o31ai	4
or3	3
or4	4
xnor2	2
xor2	4
## worst paths after layout
kind                            from                        to  slack [ns]  cells after the start
min                      ff1$_DFF_P_               ff2$_DFF_P_        0.39                      0
max          counter[3]$_SDFFE_PP0N_  counter[10]$_SDFFE_PP0N_        0.96                      3
min reg2reg              ff1$_DFF_P_               ff2$_DFF_P_        0.39                      0
max reg2reg  counter[3]$_SDFFE_PP0N_  counter[10]$_SDFFE_PP0N_        0.96                      3
## logic make-up (layout without fill, tap and decap cells)
group | count (synthesis) | in the layout
adders and majority gates | 1 | 1
xor gates and xnor gates | 6 | 6
and+or+nand+nor | 36 | 36
buffers and inverters | 5 | 9
DFF | 19 | 19
AOI/OAI and AO/OA | 15 | 15
muxes | 4 | 4
## sequential cells by signal, summed over array words and instances (netlist names)
register and flops:
counter 16, q 1, ff1 1, ff2 1
## per-stage QoR
stage / area, sq um / power [uW] / hold WS, ns / setup WS (ns)
after global routing: 973.4 / 586.1 / 0.4115 / 0.7877
after floorplan: 832.0 / 348.2 / 0.3746 / 1.226
final: 973.4 / 555.7 / 0.3938 / 0.9584
after global placement: 927.1 / 358.7 / 0.3846 / 1.017
after CTS: 973.4 / 562.6 / 0.3961 / 0.9607
after detailed placement: 927.1 / 359.9 / 0.3858 / 0.9733
## cell type report
| cell class | instances | share of cell area, % |
|---|---|---|
| multi-input cells | 62 | 42.54 |
| flip-flops and latches | 19 | 40.10 |
| well taps | 70 | 8.997 |
| clock buffers | 3 | 4.242 |
| repair buffers | 3 | 2.828 |
| inverters | 2 | 0.7712 |
| clock inverters | 1 | 0.5141 |
## power by group through the flow
| stage | Sequential (uW) | Clock, uW | Combinational, uW |
|---|---|---|---|
| after CTS | 318 | 209 | 35.9 |
| after global routing | 319 | 225 | 41.6 |
| final | 318 | 203 | 34.9 |
## layer usage
metal,global-route usage (%),share of wire [%],wire (microns)
met1,4.896,51,688
met2,5.257,44,589
met3,1.212,5.5,75
met4,0.1285,0,0
met5,0,0,0
## critical path, stage by stage, from the launching register on
cell	delay [ns]
dfxtp_1	0.40
nand4_1	0.40
or4_1	0.63
a21oi_1	0.14
Power is estimated from default activity; no workload was simulated.
