===== flow/run.sh =====
#!/bin/bash
# OpenROAD 26Q1-2900-gdf79404cd8, Yosys 0.63+post, stock flow scripts
make -C /OpenROAD-flow-scripts/flow DESIGN_CONFIG=/design/flow/config.mk WORK_HOME=/design/flow/orfs finish

===== flow/config.mk =====
export PLATFORM = sky130hd
export DESIGN_NAME = HexDriver
export DESIGN_NICKNAME = HexDriver
export VERILOG_FILES = /design/flow/design.v
export SDC_FILE = /design/flow/constraint.sdc
export NUM_CORES = 4
export LEC_CHECK = 1
export CORE_AREA = 10 10 113 113
export DIE_AREA = 0 0 123 123
export SYNTH_HDL_FRONTEND = slang

===== flow/constraint.sdc =====
current_design HexDriver

set clk_period 2.8
set clk_io_pct 0.2

create_clock -name clk0 -period $clk_period [get_ports {clk}]

set non_clock_inputs [all_inputs -no_clocks]
set_input_delay [expr $clk_period * $clk_io_pct] -clock clk0 $non_clock_inputs
set_output_delay [expr $clk_period * $clk_io_pct] -clock clk0 [all_outputs]

===== flow/design.v =====
`timescale 1ns / 1ps
module HexDriver (
    input   logic           clk,
    input   logic           reset,
    input   logic   [3:0]   in[4],
    output  logic   [7:0]   hex_seg,
    output  logic   [3:0]   hex_grid
);
    module nibble_to_hex(
        input   logic   [3:0]   nibble,
        output  logic   [7:0]   hex
    );
        always_comb begin
        case(nibble)
            4'b0000 : hex = 8'b00111111;  
            4'b0001 : hex = 8'b00000110;  
            4'b0010 : hex = 8'b01011011;  
            4'b0011 : hex = 8'b01001111;  
            4'b0100 : hex = 8'b01100110;  
            4'b0101 : hex = 8'b01101101;  
            4'b0110 : hex = 8'b01111101;  
            4'b0111 : hex = 8'b00000111;  
            4'b1000 : hex = 8'b01111111;  
            4'b1001 : hex = 8'b01101111;  
            4'b1010 : hex = 8'b01110111;  
            4'b1011 : hex = 8'b01111100;  
            4'b1100 : hex = 8'b00111001;  
            4'b1101 : hex = 8'b01011110;  
            4'b1110 : hex = 8'b01111001;  
            4'b1111 : hex = 8'b01110001;  
        endcase
        end
    endmodule
    logic [7:0] hex [4];
    genvar i;
    generate
        for(i = 0; i < 4; i++) begin
            nibble_to_hex nibble_to_hex_(
                .nibble(in[i]),
                .hex(hex[i])
            );
        end
    endgenerate
    logic [16:0] counter;
    always_ff @( posedge clk ) begin
        if (reset) begin
            counter <= '0;
        end else begin
            counter <= counter + 1;
        end
    end
    always_comb begin
        if (reset) begin
            hex_grid = '1;
            hex_seg = '1;
        end else begin
            case (counter [16:15])
            2'b00: begin
                hex_seg = ~hex[0];
                hex_grid = 4'b1110;
            end
            2'b01: begin
                hex_seg = ~hex[1];
                hex_grid = 4'b1101;
            end
            2'b10: begin
                hex_seg = ~hex[2];
                hex_grid = 4'b1011;
            end
            2'b11: begin
                hex_seg = ~hex[3];
                hex_grid = 4'b0111;
            end
            endcase
        end
    end
endmodule

==> qor.yml <==
route:
  routedWlPerCell_um: 11.84
  dr.first_iter.drc_count: 91
  drt-vias-per-instance: 4.372
  drt.antenna.violating_nets: 0
  antenna_fix_cells: 0
  routed-via-count: 1976
  detailedRoute.firstPassIterationCount: 4
  totalWireLength_um: 5352
  drc_errors: 0
grt:
  antenna_found_initial: 0
  grt_pass1_vias: 1897
  grt_first_pass_wirelength_um: 9108
  pin_count_of_the_biggest_net_entering_global_routing: 21
  globalRoute.totalOverflow: 0
  groute.usage.overall: 0.07046
cts:
  worst_skew_pair.late_latency_ns: 0.25
  clock_tree_root: "sky130_fd_sc_hd__clkbuf_8"
  cts_buf_count: 3
  clock_sink_count: 17
  clock_tree_from_tritoncts: "done"
  clk_transition_reported_paths_ns: 0.07
  cts.path.max_buffers: 2
  h-tree-depth: 1
  postCtsHoldBufs: 0
placed_design:
  place_hpwl_um: 4216
  place_congestion: 0.8612
  dpl.cell_count: 445
  port_buffers: 28
sta:
  unrepaired_setup_endpoints_after_global_routing: "true"
  setup_ws_ns: -0.006237
  finalCriticalPeriod_ns: 2.806
  achievable-frequency_mhz: 356.3
  timing.clock.skew_ns: 0.002102
  final-max-slew-violation-count: 0
  setup_viol: 1
  setup-tns-final_ns: -0.006237
  hold_violations: 0
  final_min_period_over_clock_period: 1.002
outcome:
  run_status: "complete, but fails checks"
  violated_checks: "setup timing"
synthesis:
  synth-edff-count: 0
  fraction_of_synthesis_flops_using_an_asynchronous_set_or_reset_pin: 0
  flop_cell: "sky130_fd_sc_hd__dfxtp_1"
  synth_flop_count: 17
  synth_stat.cells: 242
  synth.cell_area_um2: 1982
  mean_syn_cell_area_um2: 8.190
  netlist_instances: 242
  yosysUniqueCellTypes: 46
  synth.yosys.warnings: 0
  synth-area-yosys_um2: 1982
  synth.yosys.seq_area_share: 0.1717
floorplanning:
  die-height_um: 123
  die-area_um2: 15130
  core_area_um2: 10320
  num_rows: 37
  floorplan.io_pins: 30
  initial_core_util: 0.1920
  die-width_um: 123
finish:
  max_ffs_per_register: 17
  largest-register: "counter"
  final_cell_count_no_fill: 452
  filler_cell_count: 1040
  share_of_cells_above_drive_strength_1: 0.4019
  postLayoutCoreUtil: 0.2909
  synthToLayoutAreaGrowth_pct: 51.52
  reg_top3: "counter x17"
worst_setup_path:
  crit_type: "input port to output pin"
  critical_path_required_ns: 2.24
  crit_fanout: 4
  critPathLaunchType: "input port"
  cp_data_arrival_time_ns: 2.25
  endpoint_kind: "output pin"
flow_run:
  log_warnings: 49
  max_cap_violations: 0
worst_hold_path:
  min_path_type: "flip-flop to flip-flop"
pwr:
  power-per-cell-area_nw_per_um2: 231.9
  p_leak_nw: 1.272
  worst_ir_drop_vdd_mv: 0.1135
-- where the power goes --
part | total [mW] | switching (mW) | internal [mW]
clock | 0.185 | 0.0861 | 0.0987
sequential | 0.248 | 0.00284 | 0.245
combinational | 0.263 | 0.120 | 0.143
-- critical path: stages --
cell and delay, ns:
sky130_fd_sc_hd__clkdlybuf4s15_2 0.21, sky130_fd_sc_hd__inv_4 0.05, sky130_fd_sc_hd__ha_4 0.27, sky130_fd_sc_hd__nor2b_4 0.12, sky130_fd_sc_hd__o21ai_1 0.08, sky130_fd_sc_hd__a32oi_2 0.28
sky130_fd_sc_hd__o221a_2 0.22, sky130_fd_sc_hd__clkdlybuf4s50_1 0.45
-- through the flow --
stage	hold WS [ns]	area, um2	power [mW]	setup WS (ns)
after detailed placement	0.4467	2754	0.4942	-0.5545
after floorplan	0.4179	1982	0.3699	0.6302
after global placement	0.4287	2754	0.4919	-0.5370
final	0.4597	3003	0.6962	-0.006237
after CTS	0.4619	2978	0.6953	0.0005211
after global routing	0.4910	3003	0.7397	-0.06922
-- kinds of logic after synthesis --
logic type               after synthesis  share of synthesized area
AND/OR/NAND/NOR                       82                     0.2311
AND-OR/OR-AND                         50                     0.1749
buffers and inverters                 34                    0.07449
adder cells (fa/ha/maj)               28                     0.1768
multiplexers                          20                     0.1250
flip-flops                            17                     0.1717
XOR/XNOR                              10                    0.04419
other                                  1                   0.001892
-- cells in the mapped netlist, types with 3 or more instances --
cell | n | share of area
sky130_fd_sc_hd__ha_1 | 28 | 0.18
sky130_fd_sc_hd__nor2_1 | 23 | 0.044
sky130_fd_sc_hd__inv_1 | 20 | 0.038
sky130_fd_sc_hd__dfxtp_1 | 17 | 0.17
sky130_fd_sc_hd__nor2b_1 | 14 | 0.044
sky130_fd_sc_hd__nor3_1 | 12 | 0.030
sky130_fd_sc_hd__o21ai_0 | 12 | 0.030
sky130_fd_sc_hd__nand2_1 | 11 | 0.021
sky130_fd_sc_hd__mux2i_1 | 9 | 0.045
sky130_fd_sc_hd__a21oi_1 | 8 | 0.020
sky130_fd_sc_hd__mux2_2 | 8 | 0.045
sky130_fd_sc_hd__xnor2_1 | 8 | 0.035
sky130_fd_sc_hd__a221oi_1 | 6 | 0.027
sky130_fd_sc_hd__nand3_1 | 5 | 0.013
sky130_fd_sc_hd__buf_2 | 4 | 0.010
sky130_fd_sc_hd__buf_4 | 4 | 0.015
sky130_fd_sc_hd__clkbuf_1 | 4 | 0.0076
sky130_fd_sc_hd__nand3b_1 | 4 | 0.015
sky130_fd_sc_hd__a211oi_1 | 3 | 0.011
sky130_fd_sc_hd__a31oi_1 | 3 | 0.0095
sky130_fd_sc_hd__mux4_2 | 3 | 0.034
sky130_fd_sc_hd__nand4_1 | 3 | 0.0095
sky130_fd_sc_hd__o32ai_1 | 3 | 0.013
sky130_fd_sc_hd__or3_1 | 3 | 0.0095
-- layout make-up --
class / instances / area, um2 / area share
clock buffers: 3 / 41.29 / 0.01375
flip-flops and latches: 17 / 340.3 / 0.1133
well taps: 136 / 170.2 / 0.05667
repair buffers: 83 / 685.7 / 0.2283
inverters: 21 / 83.83 / 0.02792
multi-input cells: 191 / 1677 / 0.5583
clock inverters: 1 / 5.005 / 0.001667
-- per-layer routing --
metal | GRT usage | vias up | wire (um)
met3 | 0.008326 | 5 | 257
li1 | - | 1017 | -
met5 | 0 | - | 0
met2 | 0.1048 | 47 | 2324
met4 | 0.006550 | 0 | 61
met1 | 0.1104 | 907 | 2708
-- layout by cell type (no fill, tap or decap), drive strengths merged, types with 2 or more instances in the layout --
cell	instances
clkdlybuf4s15	6
mux2i	9
xnor2	8
a211o	2
clkdlybuf4s50	5
nor2b	14
a31oi	3
inv	21
o32ai	3
dlygate4sd2	13
or3	3
dfxtp	17
nand4	4
nor4	2
buf	57
nand3b	4
nor3	13
nand2	11
o21ai	12
a211oi	3
clkbuf	4
mux2	8
a21oi	8
xor2	2
o311ai	2
nand3	6
o211ai	2
a221oi	6
ha	28
nor2	23
a22oi	2
mux4	3
-- path summary, 6_finish.rpt --
path | slack, ns | from | endpoint | depth (start not counted)
worst max-delay path | -0.006 | in[12] | hex_seg[1] | 8
worst min register to register | 0.46 | counter[0] | counter[0] | 1
worst min-delay path | 0.46 | counter[0] | counter[0] | 1
worst max register to register | 1.16 | counter[15] | counter[16] | 4
-- timing repair --
item                       4_1_cts  5_1_grt
resized                         88       12
gates cloned                     0        0
setup buffers                    3        0
setup endpoints to repair        7        4
pin swaps                       17        5
Power is estimated from default activity; no workload was simulated.
